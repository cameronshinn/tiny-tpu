**flow/config.mk**
```make
export PLATFORM = sky130hd
export DESIGN_NAME = rd_control
export DESIGN_NICKNAME = rd_control
export VERILOG_FILES = /design/flow/design.v
export SDC_FILE = /design/flow/constraint.sdc
export NUM_CORES = 4
export LEC_CHECK = 1
export CORE_UTILIZATION = 30
```
**flow/constraint.sdc**
```tcl
current_design rd_control

set clk_period 8.3
set clk_io_pct 0.2

create_clock -name clk0 -period $clk_period [get_ports {clk}]

set non_clock_inputs [all_inputs -no_clocks]
set_input_delay [expr $clk_period * $clk_io_pct] -clock clk0 $non_clock_inputs
set_output_delay [expr $clk_period * $clk_io_pct] -clock clk0 [all_outputs]
```
**flow/design.v**
```verilog
module rd_control(
    clk,  
    reset,  
    active,  
    rd_en,  
    rd_addr,  
    wr_active  
    );
    parameter width_height = 16;
    localparam data_width = width_height*8;
    localparam count_width = $clog2(width_height) + 1;
    input clk;
    input reset;
    input active;
    output reg [width_height-1:0] rd_en;
    output reg [data_width-1:0] rd_addr;
    output reg wr_active;
    reg [width_height-1:0] rd_en_c;
    reg [data_width-1:0] rd_addr_c;
    reg [count_width-1:0] count, count_c;
    reg rd_start, rd_start_c;
    always @(posedge clk) begin
        rd_en <= rd_en_c;
        rd_addr <= rd_addr_c;
        count <= count_c;
        rd_start <= rd_start_c;
    end
    always @(*) begin
        rd_start_c = rd_start;
        rd_addr_c = rd_addr;
        count_c = count;
        wr_active = 0;
        if(active) begin
            rd_start_c = 1;
        end
        if (rd_start) begin  
            if (count >= 16) begin
                rd_en_c = rd_en << 1;
            end
            else begin
                rd_en_c = (rd_en << 1) + 1'b1;
            end
            rd_addr_c = {7'b0, rd_en[15],
                         7'b0, rd_en[14],
                         7'b0, rd_en[13],
                         7'b0, rd_en[12],
                         7'b0, rd_en[11],
                         7'b0, rd_en[10],
                         7'b0, rd_en[9],
                         7'b0, rd_en[8],
                         7'b0, rd_en[7],
                         7'b0, rd_en[6],
                         7'b0, rd_en[5],
                         7'b0, rd_en[4],
                         7'b0, rd_en[3],
                         7'b0, rd_en[2],
                         7'b0, rd_en[1],
                         7'b0, rd_en[0]} + rd_addr;
            count_c = count + 1'b1;
            if (count > 16) begin
                wr_active = 1;
            end
            if (count == width_height*2-1) begin
                rd_start_c = 0;
                rd_addr_c = 16'h0000;
                count_c = 0;
                wr_active = 0;
            end
        end
        else begin
            rd_en_c = 16'h0000;
        end
        if (reset == 1'b1) begin
            rd_addr_c = 0;
            rd_en_c  = 16'h0000;
            rd_start_c = 0;
            count_c = 0;
            wr_active = 0;
        end
    end
endmodule
```
**flow/run.sh**
```bash
#!/bin/bash
# OpenROAD 26Q1-2900-gdf79404cd8, Yosys 0.63+post, stock flow scripts
make -C /OpenROAD-flow-scripts/flow DESIGN_CONFIG=/design/flow/config.mk WORK_HOME=/design/flow/orfs finish
```
==> job_summary.md <==
### Metrics collected by this job

| Metric | Value |
|---|---|
| Diodes inserted | 0 |
| Relative slew slack | about 37% |
| Latency at later pin | 420 ps |
| WHS | 478 ps |
| Distinct lib cells used | ~70 |
| Leakage power | about 3.8 nW |
| Routed WL | approximately 27000 µm |
| Core area | 27200 µm² |
| DIE WIDTH | between 150 and 200 µm |
| DR vias/cell | ~5.3 |
| RePlAce Congestion | approximately 0.94 |
| Number of cells in Yosys stat | between 1k and 1.5k |
| Most frequent logic cell in the layout | nor2_1 |
| Crit-path leading delay family | buffers and inverters |
| Clk pwr share | ~53% |
| Post-Syn Area | 8380 µm² |
| Post-synth EDFFs | 0 |
| Sequential share of the synthesized area | about 36% |
| Site Rows | 60 |
| Area leader share | 35.8% |
| Wire length per cell | 17.3 µm |
| Clock Sinks | 150 |
| Final Slew Violations | 0 |
| Clock Skew | ~10 ps |
| Hold Path Class | reg -> reg |
| Net Sw Power | 0.000355 W |
| TritonRoute pass-1 iters | 5 |
| OpenROAD warnings | 26 |
| Vias in the first global route | 7736 |
| Shortest period the worst path allows | 4980 ps |
| Worst VDD drop | approximately 0.00011 V |
| Worst EP arrival | approximately 3300 ps |
| Die height | between 150 and 200 µm |
| Async set or reset register ratio after synthesis | 0% |
| CTS H-Tree Depth | 4 |
| Outcome | finished clean |
| Synth area leaders | dfxtp_1 (36%), xor2_1 (7.4%), nor2_1 (6.9%) |
| Final HPWL DP | about 20000 µm |
| Cycle use final | between 60% and 70% |
| Area added between synthesis and finish | 29.8% |
| Total number of yosys warnings | 1 |
| Max stage delay on crit path | 490 ps |
| WS Path Type | in -> out |
| Number of buffers added for setup after CTS | 0 |
| Chip area | approximately 29000 µm² |
| Routed via count | ~8.3k |
| Setup violators final | 0 |
| Layout cells sized above 1 | 5.16% |
| Detailed-route DRC error count | 0 |
| Num ports | ~150 |
| CTS tree | yes |
| Post-CTS sizing | 0 |
| GRT Total Usage | between 15 and 20% |
| Gate power share | 2.6% |
| Starting DRT DRC Count | between 600 and 700 |
| Setup crit start kind | primary input |
| Slowest stage cell, crit path | clkdlybuf4s50_1 |
| Worst-path maximum fanout | 20 |
| Antenna Violating Nets Remaining | 0 |
| First-pass GRT wire length | 43500 µm |
| Setup TNS | 0 ps |
| Net Sw Frac | about 22% |
| Top FF cell, synth | dfxtp_1 |
| Top Layout Cells | nor2_1 (153), dfxtp_1 (149), clkdlybuf4s50_1 (147) |
| Final hold violation count | 0 |
| Pwr dens | roughly 150 nW/µm² |
| Root buffer cell | clkbuf_16 |
| Crit path cell chain | clkdlybuf4s50_1, buf_4, nor3_1, and3_1, clkdlybuf4s50_1 |
| CTS hold repair buffers | 0 |
| Overflow after GRT | 0 |
| Floorplan utilization | roughly 31% |
| CTS Buf Count | 17 |
| Post-Syn Instances | around 1.1k |
| Unrepaired setup endpoints after global routing | false |
| Seq pwr share | between 40 and 50% |
| Mapped Avg Cell Area | roughly 8.0 µm² |
| Cell accounting for the most synthesized area | dfxtp_1 |
| MaxCap Viol Count | 0 |
| Largest net degree at the start of global routing | about 57 |
| Flops after synth | about 150 |
| Yosys Chip Area | approximately 8400 µm² |
| I/O Buffers | 147 |
| Int Pwr | approximately 0.0013 W |
| Util after Layout | roughly two fifths |
| Clock transition at the registers of the reported paths | 60 ps |
| Actual slew at the worst max-slew pin | roughly 930 ps |
| Worst endpoint required time | between 6000 and 7000 ps |
| Max Freq | roughly 200 MHz |
| Clock buffer depth | 2 |
| Buf/Inv on CP | 3 |
| Initial antenna violation count | 0 |
| CP most frequent cell | clkdlybuf4s50_1 |
| Setup crit end kind | output pin |
[metrics by stage]
| stage | total power (W) | cell area, µm² | setup WS [ps] | cells |
|---|---|---|---|---|
| 4_1_cts | 0.00165 | 10900 | 3310 | 1574 |
| 2_1_floorplan | 0.000765 | 8380 | 4390 | 1054 |
| 6_report | 0.00164 | 10900 | 3320 | 1574 |
| 3_5_place_dp | 0.000781 | 10200 | 3320 | 1542 |
| 3_3_place_gp | 0.000781 | 10200 | 3350 | 1542 |
| 5_1_grt | 0.00169 | 10900 | 3240 | 1574 |
[flip-flops by register name, indices dropped and copies added, names as in the netlist]
signal    flops
rd_en        16
rd_start      1
count         5
rd_addr     128
[per-layer routing]
| metal | track usage [%] | vias up | wire length [µm] |
|---|---|---|---|
| met5 | 0 | - | 0 |
| met4 | 4.35 | 0 | 597 |
| met3 | 4.13 | 29 | 1910 |
| met2 | 29.4 | 285 | 12000 |
| met1 | 29.5 | 3898 | 12700 |
| li1 | - | 4062 | - |
[tightest hold or removal path, stage by stage, from the launching register on]
cell and delay (ps):
dfxtp_1 330, nand2_1 60, o21ai_1 50
[power groups by stage]
stage / registers, W / logic [W] / clock network [W]
after CTS: 0.000723 / 0.0000425 / 0.000887
after global routing: 0.000723 / 0.0000462 / 0.000916
final: 0.000723 / 0.0000420 / 0.000873
[synth_stat cells (16+ instances only)]
master	n
ha_1	20
xnor2_1	28
a21oi_1	53
clkbuf_1	31
xor2_1	71
nand3_1	50
and2_1	34
nand4_1	55
inv_1	22
o21ai_0	35
and3_1	39
nand2_1	103
or3_1	16
nor3_1	26
nor2_1	153
and4_1	18
dfxtp_1	150
[final cells by class]
cell class	count	area [µm²]
clock buffers	21	460
well taps	372	465
fillers	2749	16300
multi-input cells	843	5140
repair buffers	155	1530
flip-flops and latches	150	3000
clock inverters	11	194
inverters	22	82.6
[cell families after synthesis]
kind of cell | Yosys count | share of synthesized area (%)
AND/OR/NAND/NOR | 526 | 31.6
AND-OR/OR-AND | 194 | 15.8
flip-flops | 150 | 35.8
XOR/XNOR | 99 | 10.3
buffers and inverters | 61 | 2.93
adder cells (fa/ha/maj) | 20 | 2.99
multiplexers | 4 | 0.478
[path summary, 6_finish.rpt]
| kind | start | endpoint | slack, ps | depth (start not counted) |
|---|---|---|---|---|
| setup reg to reg | rd_en[1] | rd_addr[120] | 4850 | 10 |
| hold reg to reg | rd_addr[80] | rd_addr[80] | 480 | 2 |
| setup / recovery | reset | wr_active | 3320 | 5 |
| hold / removal | rd_addr[80] | rd_addr[80] | 480 | 2 |
Power is estimated from default activity; no workload was simulated.
